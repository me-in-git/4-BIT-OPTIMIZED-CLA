--- flow/run.sh ---
#!/bin/bash
# OpenROAD 26Q1-2900-gdf79404cd8, Yosys 0.63+post, stock flow scripts
make -C /OpenROAD-flow-scripts/flow DESIGN_CONFIG=/design/flow/config.mk WORK_HOME=/design/flow/orfs finish
--- flow/config.mk ---
export PLATFORM = sky130hd
export DESIGN_NAME = cla_structural_description
export DESIGN_NICKNAME = cla_structural_description
export VERILOG_FILES = /design/flow/design.v
export SDC_FILE = /design/flow/constraint.sdc
export NUM_CORES = 4
export LEC_CHECK = 1
export CORE_AREA = 10 10 70 70
export DIE_AREA = 0 0 80 80
--- flow/constraint.sdc ---
current_design cla_structural_description

set clk_period 1.3
set clk_io_pct 0.2

create_clock -name clk0 -period $clk_period [get_ports {clk}]

set non_clock_inputs [all_inputs -no_clocks]
set_input_delay [expr $clk_period * $clk_io_pct] -clock clk0 $non_clock_inputs
set_output_delay [expr $clk_period * $clk_io_pct] -clock clk0 [all_outputs]
--- flow/design.v ---
module carry_logic (
    output n, l,
    input cin, g, p
);
    assign n = ~(~cin & ~g);   
    assign l = ~(~cin | ~p);   
endmodule
module pgk_gen (
    output p, g, k,
    input x, y
);
    assign p = ~(x | y);   
    assign g = x & y;      
    assign k = x ^ y;      
endmodule
`timescale 1ns / 1ps
module cla_structural_description (
    input wire clk,
    input wire cin,
    input wire [3:0] x,
    input wire [3:0] y,
    output wire cout,
    output wire [3:0] z
);
    wire [3:0] p, g, k;      
    wire [3:0] n, l;         
    wire [3:0] xor_z;        
    wire po, go;             
    wire cout_internal;      
    pgk_gen pgk0 (.p(p[0]), .g(g[0]), .k(k[0]), .x(x[0]), .y(y[0]));
    pgk_gen pgk1 (.p(p[1]), .g(g[1]), .k(k[1]), .x(x[1]), .y(y[1]));
    pgk_gen pgk2 (.p(p[2]), .g(g[2]), .k(k[2]), .x(x[2]), .y(y[2]));
    pgk_gen pgk3 (.p(p[3]), .g(g[3]), .k(k[3]), .x(x[3]), .y(y[3]));
    carry_logic carry0 (.n(n[0]), .l(l[0]), .cin(cin), .g(g[0]), .p(p[0]));
    carry_logic carry1 (.n(n[1]), .l(l[1]), .cin(l[0]), .g(g[1]), .p(p[1]));
    carry_logic carry2 (.n(n[2]), .l(l[2]), .cin(l[1]), .g(g[2]), .p(p[2]));
    carry_logic carry3 (.n(n[3]), .l(l[3]), .cin(l[2]), .g(g[3]), .p(p[3]));
    xor_sum sum0 (.xor_z(xor_z[0]), .cin(cin), .k(k[0]));
    xor_sum sum1 (.xor_z(xor_z[1]), .cin(n[0]), .k(k[1]));
    xor_sum sum2 (.xor_z(xor_z[2]), .cin(n[1]), .k(k[2]));
    xor_sum sum3 (.xor_z(xor_z[3]), .cin(n[2]), .k(k[3]));
    assign po = ~(&l); 
    assign go = ~(~l[3] & ~n[3]); 
    assign cout_internal = go | (~((po) + (~k[3])));
    reg [3:0] z_reg;
    reg cout_reg;
    always @(posedge clk) begin
        z_reg <= xor_z;
        cout_reg <= cout_internal;
    end
    assign z = z_reg;
    assign cout = cout_reg;
endmodule
module xor_sum (
    output xor_z,
    input cin, k
);
    assign xor_z = cin ^ k;   
endmodule
==> out/results.ini <==
[run_status]
status = finished clean

[layout]
area_growth_pct = 82.5
stdcell_count = 96
layout_top_cells = clkdlybuf4s50_1, inv_1, ha_1, dfxtp_1
drive_gt1_frac = 0.140
largest_reg_flops = 4
fillers = 384
layout.area.comb_um2 = 170
flop_area_um2 = 101
lay_top_count = clkdlybuf4s50_1

[pwr]
ir_drop_uv = 248
power.density_nw_per_um2 = 889
p_total_uw = 487
cellLeakagePower_nw = 0.272

[clocking]
cts_max_level = 1
clockBufferDepth = 2
clock_sinks = 5
cts.root.buffer_cell = clkbuf_4
numCtsBuffers = 3
cts_tree = done
clkSlewWorstSetupHoldPaths_ps = 40
hold_buffers = 0

[final_timing]
fin_ws_ps = 48.1
rsz0062_at_grt = false
tightestPinTransition_ps = 226
relSlewSlack = 0.849
fmax_mhz = 799
finalClockPeriodUsage = 0.963
min_period_ps = 1250
hold_viol = 0
slew_violations = 0
setup_violations = 0

[global_route]
grt_pass1_vias = 256
grt_max_degree = 6
grt_pass1_wl_mm = 1.19
gr-total-overflow = 0
grt_antenna_before_repair = 0
track_usage = 0.0239

[detailed_routing]
via_count = 247
wl_per_cell_um = 7.96
n_antenna_cell = 0
vias_per_cell = 2.57
drt-total-wl_um = 764
drtIter0Drc = 3
ant_nets = 0
drc = 0
drt_pass1_iterations = 2

[hold_path]
holdPathStages = 2
holdPathEnd = z_reg[0]
hold_class = in -> reg
min_from = cin

[worst_setup_path]
critPathMaxStageDelay_ps = 450
crit_path_max_fanout = 1
criticalPathCategory = reg -> out
slowest_stage = clkdlybuf4s50_1
crit_arrival_ps = 990
crit_start = cout_reg
crit_family = buffers and inverters
path_buffers = 1
path_cells = clkdlybuf4s50_1
cp-start-kind = flop
critPathCaptureType = output pin
required_ps = 1040

[logic_synthesis]
syn_avg_cell_area_um2 = 10.0
postSynthSeqShare = 0.333
netlist_area_um2 = 300
ys_seq_elements = 5
syn_inst = 30
synth_warnings = 1
yosysCellCount = 30
yosys_area_um2 = 300
ys_types = 10

[job]
maxCapViolations = 0
tool_warnings = 30

[die]
die_w_um = 80
rows = 21
io_pins = 15
die-height_um = 80
fp_util = 0.0879
die_area_um2 = 6400
fp.coreArea_um2 = 3420

[placement]
dp_cells = 92
port_buffers = 14
dp_slack_ps = -135
dp_hpwl_um = 660
routabilityCongestion = 0.773

[Yosys cell counts]
cell type	number	area share
nor2_1	1	0.012
a21oi_1	1	0.017
xnor2_1	3	0.088
ha_1	8	0.33
a31oi_2	1	0.042
nand4_1	1	0.021
nand3b_1	1	0.025
dfxtp_1	5	0.33
inv_1	8	0.10
xor2_1	1	0.029
[through the flow]
stage	utilization	cell area [um2]	TNS, ps	hold WS [ps]
after floorplan	-	300	0	353
final	0.160	548	0	748
after global routing	0.160	548	0	772
after global placement	0.150	513	-306	937
after CTS	0.158	539	0	744
after detailed placement	0.150	513	-410	932
[power by group]
| group | internal, mW | switching (mW) |
|---|---|---|
| logic | 0.0863 | 0.0382 |
| clock network | 0.116 | 0.0628 |
| registers | 0.179 | 0.00436 |
| total | 0.382 | 0.105 |
[how the worst max path moves through the flow]
stage / end / slack (ps) / depth (start not counted)
after global routing: z[1] / 6 / 1
final: cout / 50 / 1
after CTS: z[2] / 20 / 1
[metal layers]
metal / wire, um / track usage / up-vias
met1: 316 / 0.0259 / 104
met2: 309 / 0.0353 / 13
met3: 138 / 0.0216 / 0
li1: - / - / 130
met4: 0 / 0.00176 / 0
met5: 0 / 0 / -
[repair_timing]
action                                  CTS  global route
endpoints found under the setup margin    0             3
buffers inserted                          0             0
gates resized                             0             4
[cell families after synthesis]
| logic type | after synthesis | synth area share |
|---|---|---|
| flip-flops | 5 | 0.333 |
| buffers and inverters | 8 | 0.100 |
| XOR/XNOR | 4 | 0.117 |
| AND-OR/OR-AND | 2 | 0.0583 |
| adder cells (fa/ha/maj) | 8 | 0.333 |
| AND/OR/NAND/NOR | 3 | 0.0583 |
[cell type report]
cell class              instances  area share
repair buffers                 16       0.297
clock buffers                   4      0.0479
well taps                      46       0.105
multi-input cells              17       0.311
inverters                       8      0.0548
flip-flops and latches          5       0.185
