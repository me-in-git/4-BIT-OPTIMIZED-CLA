## config.mk

```make
export PLATFORM = sky130hd
export DESIGN_NAME = cla
export DESIGN_NICKNAME = cla
export VERILOG_FILES = /design/flow/design.v
export SDC_FILE = /design/flow/constraint.sdc
export NUM_CORES = 4
export LEC_CHECK = 1
export CORE_AREA = 10 10 70 70
export DIE_AREA = 0 0 80 80
```

## constraint.sdc

```tcl
current_design cla

set clk_period 1.2
set clk_io_pct 0.2

create_clock -name clk0 -period $clk_period [get_ports {clk}]

set non_clock_inputs [all_inputs -no_clocks]
set_input_delay [expr $clk_period * $clk_io_pct] -clock clk0 $non_clock_inputs
set_output_delay [expr $clk_period * $clk_io_pct] -clock clk0 [all_outputs]
```

## design.v

```verilog
`timescale 1ns / 1ps
module cla (
    input wire clk,
    input wire cin,
    input wire [3:0] x,
    input wire [3:0] y,
    output wire cout,
    output wire [3:0] z);
    wire [3:0] p, g, k;
    wire [3:0] n, l;
    wire [3:0] xor_z;
    wire cout_internal, po, go;
    assign p[0] = ~(x[0] | y[0]);
    assign g[0] = x[0] & y[0];
    assign k[0] = x[0] ^ y[0];
    assign p[1] = ~(x[1] | y[1]);
    assign g[1] = x[1] & y[1];
    assign k[1] = x[1] ^ y[1];
    assign p[2] = ~(x[2] | y[2]);
    assign g[2] = x[2] & y[2];
    assign k[2] = x[2] ^ y[2];
    assign p[3] = ~(x[3] | y[3]);
    assign g[3] = x[3] & y[3];
    assign k[3] = x[3] ^ y[3];
    assign n[0] = ~(~cin & ~g[0]);
    assign l[0] = ~(~cin | ~p[0]);
    assign n[1] = ~(~l[0] & ~g[1]);
    assign l[1] = ~(~l[0] | ~p[1]);
    assign n[2] = ~(~l[1] & ~g[2]);
    assign l[2] = ~(~l[1] | ~p[2]);
    assign n[3] = ~(~l[2] & ~g[3]);
    assign l[3] = ~(~l[2] | ~p[3]);
    assign xor_z[0] = cin ^ k[0];
    assign xor_z[1] = n[0] ^ k[1];
    assign xor_z[2] = n[1] ^ k[2];
    assign xor_z[3] = n[2] ^ k[3];
    assign po = ~(&l);
    assign go = ~(~l[3] & ~n[3]);
    assign cout_internal = go | (~((po)+(~k)));
    reg [3:0] z_reg;
    reg cout_reg;
    always @(posedge clk) begin
        z_reg <= xor_z;
        cout_reg <= cout_internal;
    end
    assign z = z_reg;
    assign cout = cout_reg;
endmodule
```

## run.sh

```bash
#!/bin/bash
# OpenROAD 26Q1-2900-gdf79404cd8, Yosys 0.63+post, stock flow scripts
make -C /OpenROAD-flow-scripts/flow DESIGN_CONFIG=/design/flow/config.mk WORK_HOME=/design/flow/orfs finish
```

==> results_slide.txt <==
Synthesis and Place & Route Summary

Setup path
  • Crit end category: flop
  • CP Launch Type: input pin
  • Crit path max fanout: 3
  • Crit path DRT: 1360 ps
  • WS Path Type: input pin to flop
  • Crit path DAT: 1300 ps

STA
  • Slew @ Worst Pin: between 150 and 200 ps
  • RSZ-0062 raised after global routing: no
  • Slew Limit Fails: 0
  • Hold WS: roughly 460 ps
  • Crit path time final: roughly 1100 ps
  • Finish-stage setup viols: 0
  • Slew Limit Headroom: 0.8710
  • Setup ws final: 60.31 ps
  • Tcrit/Tclk final: 0.9497
  • Maximum clock frequency: 0.8774 GHz
  • Fin. Hold Viols: 0

GRT
  • Most Crowded Layer GR: met2
  • Total Routing Usage GR: 0.02225
  • Number of global-route vias before repair: 276
  • Met2 usage: 0.03451
  • Initial antenna violation count: 0
  • Largest net degree at the start of global routing: 6
  • Global-route wire length before repair: approximately 1200 um
  • M3 GR Usage: 0.01591
  • Global route total overflow: 0
  • Met1 GRT Util: 0.02400

Power and ir drop
  • Pwr dens: 946.4 mW/mm^2
  • Leakage: about 0.26 nW
  • Total Power: 506.8 uW
  • Worst vdd ir: 0.1678 mV

CTS
  • Htree depth: 1
  • CTS tree: built
  • Clock-pin slew on the worst setup and hold paths: 40 ps
  • TritonCTS Buffers: 3
  • CTS Hold Bufs: 0
  • Max Root-Sink Buffers: 2
  • Post-CTS Setup Bufs: 0
  • CTS Sinks: 5
  • Root buf cell: clkbuf_4

Floorplan
  • Core Box Area: around 0.0034 mm^2
  • Die width: 80 um
  • Die Span Y: approximately 80 um
  • Num rows: 21
  • FP Core Util: 0.08791
  • Io pins: 15
  • Total die size: 0.006400 mm^2

Synthesis
  • Cells after Synth: 30
  • Flip-flops with a built-in enable: 0
  • Avg Inst Size Synth: between 10 and 15 um^2
  • Async SR Flop Fraction: 0
  • Post-synth area hogs: dfxtp_1, ha_1, inv_1
  • Netlist cell types: 10
  • Mapped Area: between 300 and 400 um^2
  • Top-area cell share: 0.3333
  • Synth Register Bits: 5
  • Yosys warnings: 1
  • Main synth FF type: dfxtp_1
  • Yosys stat chip area: 300.3 um^2
  • Ys cells: 30
  • Cell accounting for the most synthesized area: dfxtp_1
  • Commonest cells in the netlist: ha_1, inv_1, dfxtp_1, xnor2_1
  • Register share after synthesis: 0.3333

Detailed routing
  • Routed Antenna Nets: 0
  • Diode count: 0
  • Iter 0 DRT Violations: 5
  • Drt total wl: 705 um
  • WL/cell: 7.344 um
  • Vias: 249
  • Pre-Repair DR Iteration Count: 2
  • Avg Vias per Cell: 2.594
  • DR DRC count: 0

Finish
  • Cell Count, Final, Fillers Out: 96
  • Reg area: 100.1 um^2
  • Multi-input logic area: 170.2 um^2
  • Layout cell share with drive strength beyond 1: 0.1200
  • Util after Layout: 0.1568
  • Layout area overhead: 78.33%
  • Max reg flops: 4
  • Filler cell count: approximately 400

Place
  • Post-Place Setup Slack: -206.1 ps
  • Buffers added on ports: 14
  • GP Congestion: 0.7062
  • Post-DP HPWL: 641.3 um
  • DP Cell Count: 92

Outcome
  • Outcome: complete, no violations

Run
  • Log Warnings: 30
  • Max cap viols: 0

Worst hold path
  • Worst Hold Class: input pin to flop
==> cells by family after synthesis <==
kind of cell / count (synthesis) / share of synthesized area
compound gates: 2 / 0.05831
xor+xnor: 4 / 0.1167
fa+ha+maj: 8 / 0.3333
buf+inv: 8 / 0.1000
flops: 5 / 0.3333
simple gates: 3 / 0.05834
==> routing by layer <==
layer | up-vias | share of wire
met3 | 0 | 0.19
met1 | 108 | 0.35
met5 | - | 0
met2 | 10 | 0.46
li1 | 131 | -
met4 | 0 | 0
==> final timing paths <==
path | depth (start not counted) | slack, ps | from | to
setup / recovery | 5 | 60 | y[0] | z_reg[2]
hold / removal | 4 | 460 | y[1] | z_reg[1]
==> stage by stage <==
| step | setup TNS (ps) | area, um^2 |
|---|---|---|
| floorplan | 0 | 300.3 |
| CTS | 0 | 533.0 |
| global placement | -743.3 | 513.0 |
| detailed placement | -836.7 | 513.0 |
| global route | 0 | 535.5 |
| finish | 0 | 535.5 |
==> where the power goes <==
group / leakage, nW / total [mW] / switching [mW] / internal [mW]
logic: 0.203 / 0.120 / 0.0386 / 0.0815
registers: 0.0422 / 0.199 / 0.00516 / 0.193
clock network: 0.0150 / 0.188 / 0.0627 / 0.125
==> repair_timing <==
item                       CTS  global route
setup endpoints to repair    5             1
gates cloned                 0             0
gates resized                5             1
==> layout make-up <==
| class | instances | area share |
|---|---|---|
| tap | 46 | 0.1075 |
| sequential | 5 | 0.1869 |
| clock buffer | 4 | 0.04907 |
| timing repair buffer | 16 | 0.2827 |
| multi-input combinational | 17 | 0.3178 |
| inverter | 8 | 0.05607 |
==> placed cells by master (no fill, tap or decap) <==
cell / instances
inv_1: 8
ha_1: 8
clkdlybuf4s50_1: 8
dfxtp_1: 5
dlygate4sd2_1: 5
xnor2_1: 3
clkbuf_4: 3
buf_4: 2
nand4_1: 1
nand3b_1: 1
xor2_1: 1
nor2_1: 1
a21oi_1: 1
a31oi_2: 1
clkbuf_1: 1
dlymetal6s2s_1: 1
==> worst max-delay path, stage by stage <==
cell and delay [ps]:
clkdlybuf4s50_1 480, inv_1 50, ha_1 230, a21oi_1 160, xnor2_1 140
Power is estimated from default activity; no workload was simulated.
